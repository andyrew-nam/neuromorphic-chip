$ cat ./config.mk
export PLATFORM = sky130hd
export DESIGN_NAME = spiking_network
export DESIGN_NICKNAME = spiking_network
export VERILOG_FILES = /design/flow/design.v
export SDC_FILE = /design/flow/constraint.sdc
export NUM_CORES = 4
export LEC_CHECK = 1
export CORE_UTILIZATION = 30
$ cat ./constraint.sdc
current_design spiking_network

set clk_period 3.3
set clk_io_pct 0.2

create_clock -name clk0 -period $clk_period [get_ports {clk}]

set non_clock_inputs [all_inputs -no_clocks]
set_input_delay [expr $clk_period * $clk_io_pct] -clock clk0 $non_clock_inputs
set_output_delay [expr $clk_period * $clk_io_pct] -clock clk0 [all_outputs]
$ cat ./design.v
`timescale 1ns/1ns
module spike_neuron_model (clk, n_in1, n_in2, n_in3, w1, w2, w3, n_out);
  input wire clk;
  input wire [2:0] w1;
  input wire [2:0] w2;
  input wire [2:0] w3;
  input wire n_in1;
  input wire n_in2;
  input wire n_in3;
  output wire n_out;
  reg [4:0] V_rest = 6;
  reg [4:0] V_leak = 1;
  reg K_syn = 1;
  reg [4:0] V_thresh = 14;
  reg [4:0] V_i = 6;
  reg n_i_reg = 0;
  always @(posedge clk) begin
    n_i_reg <= 0;
    V_i <= V_i + K_syn * (w1 * n_in1 + w2 * n_in2 + w3 * n_in3) - V_leak;
    if (V_i >= V_thresh) begin
      V_i <= V_rest;
      n_i_reg <= 1;
    end
    if (V_i < V_rest) begin
      V_i <= V_rest;
    end
  end
  assign n_out = n_i_reg;
endmodule
module spiking_network (clk, n1, n2, n3, n7, n8);
  input wire clk;
  input wire n1;
  input wire n2;
  input wire n3;
  wire n4;
  wire n5;
  wire n6;
  output wire n7;
  output wire n8;
  reg [2:0] w14 = 3;
  reg [2:0] w15 = 1;
  reg [2:0] w16 = 4;
  reg [2:0] w24 = 3;
  reg [2:0] w25 = 2;
  reg [2:0] w26 = 3;
  reg [2:0] w34 = 2;
  reg [2:0] w35 = 3;
  reg [2:0] w36 = 4;
  reg [2:0] w47 = 3;
  reg [2:0] w48 = 2;
  reg [2:0] w57 = 2;
  reg [2:0] w58 = 4;
  reg [2:0] w67 = 3;
  reg [2:0] w68 = 2;
  spike_neuron_model neuron4 (
    .clk (clk),
    .n_in1 (n1),
    .n_in2 (n2),
    .n_in3 (n3),
    .w1 (w14),
    .w2 (w24),
    .w3 (w34),
    .n_out (n4)
  );
  spike_neuron_model neuron5 (
    .clk (clk),
    .n_in1 (n1),
    .n_in2 (n2),
    .n_in3 (n3),
    .w1 (w15),
    .w2 (w25),
    .w3 (w35),
    .n_out (n5)
  );
  spike_neuron_model neuron6 (
    .clk (clk),
    .n_in1 (n1),
    .n_in2 (n2),
    .n_in3 (n3),
    .w1 (w16),
    .w2 (w26),
    .w3 (w36),
    .n_out (n6)
  );
  spike_neuron_model neuron7 (
    .clk (clk),
    .n_in1 (n4),
    .n_in2 (n5),
    .n_in3 (n6),
    .w1 (w47),
    .w2 (w57),
    .w3 (w67),
    .n_out (n7)
  );
  spike_neuron_model neuron8 (
    .clk (clk),
    .n_in1 (n4),
    .n_in2 (n5),
    .n_in3 (n6),
    .w1 (w48),
    .w2 (w58),
    .w3 (w68),
    .n_out (n8)
  );
endmodule
$ cat ./run.sh
#!/bin/bash
# OpenROAD 26Q1-2900-gdf79404cd8, Yosys 0.63+post, stock flow scripts
make -C /OpenROAD-flow-scripts/flow DESIGN_CONFIG=/design/flow/config.mk WORK_HOME=/design/flow/orfs finish
==> impl_metrics.tcl <==
# collected from the flow reports
set metrics [dict create \
    leakage_nw 1.241 \
    initCoreUtil_pct 31.12 \
    finalMaxSlewViolations 0 \
    die_x_um 86.18 \
    area_growth_pct 13.71 \
    grt_max_degree 10 \
    finalCritPeriodShare_pct 90.04 \
    antenna_found_initial 0 \
    wl_per_cell_um 8.569 \
    num-fill-cells 707 \
    vias 1341 \
    tool_warnings 37 \
    preCtsSetupSlack_ns 0.01989 \
    ys_cells 226 \
    timing.rr.start "neuron4.n_i_reg$_DFF_P_" \
    crit_type "in2reg" \
    cts_resized 0 \
    clk_path_buf_depth 2 \
    gr-total-overflow 0 \
    clk_latency_ns 0.28 \
    die_h_um 86.18 \
    cts_hold_buf 0 \
    irDropWorstVdd_uv 496.9 \
    synth_cell_types 20 \
    dr.pass1.iters 2 \
    setup_violations 0 \
    cts_num_sinks 30 \
    numCtsBuffers 5 \
    regToRegEndpoint "neuron7.V_i[4]$_SDFF_PP0_" \
    p_per_area_nw_per_um2 1024 \
    fin_skew_ns 0.004943 \
    vias_per_cell 3.956 \
    htree_levels 2 \
    gp_congestion 0.7795 \
    cts-root-buf "clkbuf_8" \
    io_pins 6 \
    fin_crit_ns 2.971 \
    yosysSeqAreaShare_pct 28.25 \
    grt_pass1_wl_mm 5.554 \
    clk_pin_slew_ns 0.07 \
    cp_data_arrival_time_ns 3.15 \
    endpoint_kind "flip-flop" \
    slew_headroom_pct 72.37 \
    r2r_cells 10 \
    worst_slack_ns 0.3285 \
    tightest_slew_ns 0.4145 \
    hold_depth 2 \
    required_ns 3.47 \
    syn_area_per_cell_um2 9.406 \
    max_freq_mhz 336.5 \
    status "completed" \
    final_hold_viol_count 0 \
    rsz0062_at_grt "false" \
    diodes 0 \
    postCtsSetupBuffers 0 \
    io_buffers 5 \
    track_usage_pct 9.225 \
    final_cell_mix "inv_1 (52), ha_1 (50), dfxtp_1 (30)" \
    rows 30 \
    hpwlAfterDp_mm 2.300 \
    ant_nets 0 \
    cts_tree "yes" \
    core_region_area_um2 6832 \
    hp-class "reg2reg" \
    yosys_area_um2 2126 \
    worstHoldEndpoint "neuron5.n_i_reg$_DFF_P_" \
    synth_area_um2 2126 \
    grt_pass1_vias 1321 \
    worstHoldStart "neuron5.V_i[4]$_SDFF_PP0_" \
    tns_ns 0 \
    synthCells 226 \
    drc 0 \
    drtIter0Drc 8 \
    cap_viol_max_count 0 \
    lay_top_count "inv_1" \
    final_layout_size_suffix_gt1_share_pct 7.819 \
    wirelength_mm 2.905 \
    yosysWarnings 2 \
    ys_ff 30 \
    die_area_um2 7427 \
    crit_fanout 3 \
    r2r_slack_ns 0.73 \
    start_kind "input pin" \
]
## cells by family after synthesis
group / share of synthesized area [%]
xor gates and xnor gates: 6.180
AOI/OAI and AO/OA: 7.298
and+or+nand+nor: 11.18
adders and majority gates: 37.90
buffers and inverters: 9.182
DFF: 28.25
## layout make-up
type | count | area (µm²) | share of cell area (%)
Clock buffer | 7 | 86.33 | 3.571
Clock inverter | 1 | 5.005 | 0.2070
Inverter | 52 | 195.2 | 8.075
Multi-Input combinational cell | 144 | 1330 | 55.02
Sequential cell | 30 | 600.6 | 24.84
Tap cell | 96 | 120.1 | 4.969
Timing Repair Buffer | 9 | 80.08 | 3.313
## routing by layer
metal,GRT usage [%],vias to the layer above,part of all wire (%)
met3,1.932,2,2.8
met4,1.212,0,0.41
met2,14.86,8,45
met1,13.39,603,51
met5,0,-,0
li1,-,728,-
## where the power goes
part           total, mW  switching (mW)  internal [mW]
logic               1.54           0.773          0.765
clock network      0.313           0.145          0.168
registers          0.625          0.0878          0.537
## Yosys cell counts, drive strengths merged
cell type	count	area share, %
nand2	15	2.6
dfxtp	30	28
nor2	7	1.2
inv	52	9.2
o211ai	1	0.35
a21oi	13	3.8
a22oi	1	0.59
ha	50	29
and2	11	3.2
xnor2	9	3.7
o21ai	1	0.41
nand3	6	1.4
a21o	5	1.8
fa	9	8.5
nor2b	1	0.29
or2	2	0.59
nand2b	6	1.8
xor2	6	2.5
a211o	1	0.41
## critical path, stage by stage
cell and delay (ns):
clkdlybuf4s50_1 0.51, inv_1 0.08, ha_1 0.28, fa_1 0.43, inv_1 0.06, ha_1 0.15
inv_1 0.05, fa_1 0.39, nand2b_1 0.16, a21oi_1 0.16, xnor2_1 0.07, and2_1 0.14
## per-stage QoR
step / cell area (µm²) / util (%) / instances / power, mW / hold slack (ns)
finish: 2417 / 35.38 / 339 / 2.475 / 0.4707
detailed placement: 2326 / 34.05 / 331 / 2.178 / 0.4613
floorplan: 2126 / - / 226 / 1.895 / 0.4299
global route: 2417 / 35.38 / 339 / 2.805 / 0.5061
CTS: 2417 / 35.38 / 339 / 2.519 / 0.4807
global placement: 2326 / 34.05 / 331 / 2.156 / 0.4606
## worst max-delay path by stage
stage | cells after the start | slack [ns] | end | from
6_report | 12 | 0.33 | neuron4.V_i[4]$_SDFF_PP0_ | n2
4_1_cts | 12 | 0.32 | neuron4.V_i[4]$_SDFF_PP0_ | n2
5_1_grt | 12 | 0.16 | neuron4.V_i[4]$_SDFF_PP0_ | n2
Power figures rest on the tool's default switching activity, not on a simulated workload.
